==> design.v <==
module control
(
	input clk,
	input reset,
	input i_enter,
	input [3:0]i_remain,
	output logic o_inc_actual,
	input i_over,
	input i_under,
	input i_equal,
	output logic o_update_leds,
	output logic o_remain_en
);
enum int unsigned
{
	s_initialize,
	s_initialize_wait,
	s_compare,
	s_equal,
	s_nonequal,
	s_nonequal_wait,
	s_end
} state, nextstate;
always_ff @ (posedge clk or posedge reset) begin
	if (reset) state <= s_initialize; 
	else state <= nextstate;
end
always_comb begin
	nextstate = state;
	o_remain_en = 1'b0;
	o_inc_actual = 1'b0;
	o_update_leds = 1'b0;
	case (state)
		s_initialize: begin
			o_inc_actual = 1;
			if (i_enter) nextstate = s_initialize_wait;
			else nextstate = s_initialize;
		end
		s_initialize_wait: begin
			if (i_enter) nextstate = s_initialize_wait;
			else nextstate = s_compare;
		end
		s_compare: begin
			o_update_leds = 1;
			if (i_equal) nextstate = s_equal;
			else begin 
				nextstate = s_nonequal;
				o_remain_en = 1;
			end
		end
		s_nonequal: begin
			if (i_remain == 3'b0) nextstate = s_end;
			else if (i_enter) nextstate = s_nonequal_wait;
			else nextstate = s_nonequal;
		end
		s_nonequal_wait: begin
			if (i_enter) nextstate = s_nonequal_wait;
			else nextstate = s_compare;
		end
		s_equal: begin
			o_remain_en = 1;
			nextstate = s_end;
		end
		s_end: 
			if (reset) nextstate = s_initialize;
		default nextstate = s_initialize;
	endcase
end
endmodule
module datapath
(
	input clk,
	input reset,
	input [7:0] i_guess,
	input i_inc_actual,
	input i_remain_en,
	output o_over,
	output o_under,
	output o_equal,
	output [3:0]o_remain
);
logic [7:0] actual;
always_ff @ (posedge clk or posedge reset) begin
	if (reset) begin
		actual <= '0;
		o_remain <= 3'd7;
	end
	else begin
		if (i_inc_actual) actual <= actual + 8'd1;
		if (i_remain_en) o_remain <= o_remain - 1'd1;
	end
end
assign o_over = i_guess > actual;
assign o_equal = i_guess == actual;
assign o_under = i_guess < actual;
endmodule
module de1soc_top 
(
    input                     CLOCK_50,
    output      [6:0]         HEX0,
    output      [6:0]         HEX1,
    output      [6:0]         HEX2,
    output      [6:0]         HEX3,
    output      [6:0]         HEX4,
    output      [6:0]         HEX5,
    input       [3:0]         KEY,
    output      [9:0]         LEDR,
    input       [9:0]         SW,
    output      [7:0]         VGA_B,
    output                    VGA_BLANK_N,
    output                    VGA_CLK,
    output      [7:0]         VGA_G,
    output                    VGA_HS,
    output      [7:0]         VGA_R,
    output                    VGA_SYNC_N,
    output                    VGA_VS
);
	wire clk = CLOCK_50;
	wire reset = ~KEY[0];
	wire enter = ~KEY[1];
	wire [7:0] guess = SW[7:0];
	wire under;
	wire over;
	wire equal;
	wire update_leds;
	wire [3:0]remain;
	game game_inst
	(
		.clk(clk),
		.reset(reset),
		.i_guess(guess),
		.i_enter(enter),
		.o_under(under),
		.o_over(over),
		.o_equal(equal),
		.o_update_leds(update_leds),
		.remain(remain)
	);
	led_ctrl ledc_under(clk, reset, under, update_leds, LEDR[7]);
	led_ctrl ledc_over(clk, reset, over, update_leds, LEDR[0]);
	led_ctrl ledc_equal(clk, reset, equal, update_leds, LEDR[4]);
	hex_decoder hexdec_guess0
	(
		.hex_digit(guess[3:0]),
		.segments(HEX0)
	);
	hex_decoder hexdec_guess1
	(
		.hex_digit(guess[7:4]),
		.segments(HEX1)
	);
	hex_decoder hexdec_remain
	(
		.hex_digit(remain[3:0]),
		.segments(HEX5)
	);
	assign HEX2 = '1;
	assign HEX3 = '1;
	assign HEX4 = '1;
endmodule
module game 
(
	input clk,
	input reset,
	input [7:0] i_guess,
	input i_enter,
	output o_under,
	output o_over,
	output o_equal,
	output o_update_leds,
	output logic [3:0] remain
);
	logic dp_inc_actual;
	logic dp_over;
	logic dp_under;
	logic dp_equal;
	logic remain_en;
	datapath the_datapath
	(
		.clk(clk),
		.reset(reset),
		.i_guess(i_guess),
		.i_inc_actual(dp_inc_actual),
		.i_remain_en(remain_en),
		.o_over(dp_over),
		.o_under(dp_under),
		.o_equal(dp_equal),
		.o_remain(remain)
	);
	control the_control
	(
		.clk(clk),
		.reset(reset),
		.i_enter(i_enter),
		.i_remain(remain),
		.o_inc_actual(dp_inc_actual),
		.i_over(dp_over),
		.i_under(dp_under),
		.i_equal(dp_equal),
		.o_update_leds(o_update_leds),
		.o_remain_en(remain_en)
	);
	assign o_under = dp_under;
	assign o_over = dp_over;
	assign o_equal = dp_equal;
endmodule
module hex_decoder
(
	input [3:0] hex_digit,
	output logic [6:0] segments
);
    always_comb begin
        case (hex_digit)
            4'h0: segments = 7'b1000000;
            4'h1: segments = 7'b1111001;
            4'h2: segments = 7'b0100100;
            4'h3: segments = 7'b0110000;
            4'h4: segments = 7'b0011001;
            4'h5: segments = 7'b0010010;
            4'h6: segments = 7'b0000010;
            4'h7: segments = 7'b1111000;
            4'h8: segments = 7'b0000000;
            4'h9: segments = 7'b0011000;
            4'hA: segments = 7'b0001000;
            4'hB: segments = 7'b0000011;
            4'hC: segments = 7'b1000110;
            4'hD: segments = 7'b0100001;
            4'hE: segments = 7'b0000110;
            4'hF: segments = 7'b0001110;   
            default: segments = 7'h7f;
        endcase
	end
endmodule
module led_ctrl
(
	input clk,
	input reset,
	input i_val,
	input i_enable,
	output logic o_out
);
always_ff @ (posedge clk or posedge reset) begin
	if (reset) o_out <= '0;
	else if (i_enable) o_out <= i_val;
end
endmodule
==> run.sh <==
#!/bin/bash
# OpenROAD 26Q1-2900-gdf79404cd8, Yosys 0.63+post, stock flow scripts
make -C /OpenROAD-flow-scripts/flow DESIGN_CONFIG=/design/flow/config.mk WORK_HOME=/design/flow/orfs finish
==> config.mk <==
export PLATFORM = sky130hd
export DESIGN_NAME = de1soc_top
export DESIGN_NICKNAME = de1soc_top
export VERILOG_FILES = /design/flow/design.v
export SDC_FILE = /design/flow/constraint.sdc
export NUM_CORES = 4
export LEC_CHECK = 1
export CORE_AREA = 10 10 113 113
export DIE_AREA = 0 0 123 123
==> constraint.sdc <==
current_design de1soc_top

set clk_period 2.5
set clk_io_pct 0.2

create_clock -name clk0 -period $clk_period [get_ports {CLOCK_50}]

set non_clock_inputs [all_inputs -no_clocks]
set_input_delay [expr $clk_period * $clk_io_pct] -clock clk0 $non_clock_inputs
set_output_delay [expr $clk_period * $clk_io_pct] -clock clk0 [all_outputs]
==> metrics.yaml <==
outcome: "complete, no violations"
crit_arrival_ns: 1.93
clock_skew_ns: 0.002058
numCtsBuffers: 3
synth_top_cell_by_area: "buf_4"
r2r-start: "game_inst.the_datapath.actual[3]$_DFFE_PN0P_"
synth_cells: 257
yosysWarnings: 42
die_x_um: 123
hold_viol: 0
max_freq_mhz: 411.4
r2r-end: "game_inst.the_datapath.o_remain[2]$_DFFE_PN1P_"
hold_start: "game_inst.the_datapath.actual[4]$_DFFE_PN0P_"
io_buffer_count: 34
cp_data_required_time_ns: 2.00
worstSkewPairLatency_ns: 0.25
xor_share_pct: 3.529
initial_utilization_pct: 21.63
grt_overflow_total: 0
grt_pass1_vias: 1728
coreArea_um2: 10320
final_util_pct: 27.05
tool_warnings: 41
firstDrtPassIters: 4
drive_gt1_share_pct: 21.22
cp_max_fo: 5
place_ws_ns: -0.3171
pwr-share-clk_pct: 11.0
drtAntennaViolNets: 0
final_cell_mix: "57 x conb_1, 28 x buf_4, 21 x clkdlybuf4s50_1, 19 x nor2_1"
fin_crit_ns: 2.431
power.density_nw_per_um2: 705.7
swShare_pct: 35.92
compound_area_share_pct: 14.29
die_h_um: 123
yosys.area_share.simple_pct: 12.77
fa_ha_area_share_pct: 13.45
dp_hpwl_um: 3987
logic_family: "buffers and inverters"
clk_pin_slew_worst_paths_ns: 0.07
ys_seq_elements: 22
grt_use_total_pct: 6.000
vias_per_cell: 3.770
syn_to_final_growth_pct: 25.04
finalCritPeriodShare_pct: 97.22
r2r_slack_ns: 0.79
drv_cap: 0
grt_max_degree: 14
mostFrequentLayoutCell: "conb_1"
io_pins: 96
routed_wl_um: 4763
ff_type: "dfrtp_1"
setup_violations: 0
whs_path_depth: 1
top_cell_area_share_pct: 20.50
ys_types: 41
drc: 0
mux_share_pct: 5.826
ys_cells: 257
vias: 1685
hold_end: "game_inst.the_datapath.actual[4]$_DFFE_PN0P_"
dieArea_um2: 15130
clock_path_buffers: 2
timing.hold.ws_ns: 0.4765
r2r_cells: 6
ctsHoldBuffers: 0
edf_count: 0
grt_pass1_wl_um: 7741
cts_num_sinks: 22
intPower_mw: 1.263
synth_area_um2: 2233
avgSynthCellArea_um2: 8.690
ys_seq_share_pct: 24.87
seqPwrFrac_pct: 30.9
synth_chip_area_um2: 2233
p_leak_nw: 1.366
n_antenna_cell: 0
maxSlewViolCount: 0
end_kind: "primary output"
worstSetupPathType: "in2out"
top_cells_by_area: "buf_4 21%, dfrtp_1 20%, ha_1 13%"
combPwrFrac_pct: 58.0
htree_levels: 1
startpoint_type: "input pin"
cts_tree: "done"
clockRootBuffer: "clkbuf_8"
power_switching_uw: 708.0
routabilityCongestion: 0.8300
ir_drop_mv: 0.2727
avgRoutedWirePerCell_um: 10.66
antenna_found_initial: 0
setup_slack_ns: 0.06938
synthArstFlopShare_pct: 100.0
rows: 37
hold_class: "reg2reg"
first_iter_violations: 111
-- registers in the layout, summed over array words and instances (netlist names) --
signal / flops
game_inst.the_datapath.actual: 8
game_inst.the_control.state: 7
game_inst.the_datapath.o_remain: 4
ledc_equal.o_out: 1
ledc_over.o_out: 1
ledc_under.o_out: 1
-- layout make-up --
type	instances	area [um2]
Multi-Input combinational cell	204	1400
Inverter	19	73.82
Clock buffer	4	45.04
Tap cell	136	170.2
Sequential cell	22	555.5
Timing Repair Buffer	62	548.0
Fill cell	1064	7531
-- stage by stage --
step           total power, mW  instances  TNS (ns)  cell area, um2
4_1_cts                  1.940        443  -0.06842            2708
2_1_floorplan            1.253        312         0            2440
6_report                 1.971        447         0            2793
5_1_grt                  2.182        447  -0.02737            2793
3_3_place_gp             1.632        438    -3.068            2638
3_5_place_dp             1.649        438    -3.126            2638
-- how the worst max path moves through the flow --
stage,startpoint,to,cells past startpoint
finish,SW[1],HEX0[5],8
CTS,game_inst.the_datapath.o_remain[0]$_DFFE_PN1P_,HEX5[0],5
global route,game_inst.the_datapath.o_remain[0]$_DFFE_PN1P_,HEX5[5],6
-- layer usage --
metal	vias up	GRT usage, %	share of wire (%)
met4	0	0.1456	0.55
met3	4	1.573	6.1
met5	-	0	0
li1	857	-	-
met2	47	10.74	49
met1	777	7.501	44
-- power by group through the flow --
stage	Sequential, mW	Clock (mW)	Combinational (mW)
6_report	0.610	0.218	1.14
5_1_grt	0.627	0.240	1.31
4_1_cts	0.614	0.225	1.10
-- synthesized netlist by cell type, types with 3 or more instances --
library cell and number:
o31ai_1 4, buf_2 4, dfstp_2 4, a21oi_1 11
ha_1 24, nor3_1 3, nand3_1 4, dfrtp_1 18
inv_1 18, mux2i_1 7, o21ai_0 14, nor2_1 21
xnor2_1 8, a22o_1 5, nand2_1 15, mux2_2 4
nand4_1 3, buf_4 61
-- critical path: stages --
cell             delay (ns)
clkdlybuf4s15_1        0.20
inv_2                  0.06
ha_1                   0.20
buf_4                  0.16
mux2_2                 0.25
nand2_1                0.08
o31ai_2                0.07
clkdlybuf4s50_1        0.41
-- kinds of logic (layout without fill, tap and decap cells) --
family / Yosys count / in the layout
AND/OR/NAND/NOR: 55 / 55
buffers and inverters: 86 / 85
other: 2 / 57
multiplexers: 12 / 12
XOR/XNOR: 9 / 9
AND-OR/OR-AND: 47 / 47
adder cells (fa/ha/maj): 24 / 24
flip-flops: 22 / 22
-- what timing repair did --
action                                  4_1_cts  5_1_grt
resized                                      19       22
buffers inserted                              1        4
pin swaps                                     0        1
endpoints found under the setup margin       20       13
No activity file was given, so power comes from the tool's default toggle rates.
